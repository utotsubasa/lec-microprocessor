--- flow/run.sh ---
#!/bin/bash
# OpenROAD 26Q1-2900-gdf79404cd8, Yosys 0.63+post, stock flow scripts
make -C /OpenROAD-flow-scripts/flow DESIGN_CONFIG=/design/flow/config.mk WORK_HOME=/design/flow/orfs finish
--- flow/config.mk ---
export PLATFORM = sky130hd
export DESIGN_NAME = lsu
export DESIGN_NICKNAME = lsu
export VERILOG_FILES = /design/flow/design.v
export SDC_FILE = /design/flow/constraint.sdc
export NUM_CORES = 4
export LEC_CHECK = 1
export CORE_AREA = 10 10 115 115
export DIE_AREA = 0 0 125 125
--- flow/constraint.sdc ---
current_design lsu

set clk_period 4.9
set clk_io_pct 0.2

create_clock -name clk0 -period $clk_period

set non_clock_inputs [all_inputs -no_clocks]
set_input_delay [expr $clk_period * $clk_io_pct] -clock clk0 $non_clock_inputs
set_output_delay [expr $clk_period * $clk_io_pct] -clock clk0 [all_outputs]
--- flow/design.v ---
module lsu(
    input wire [5:0] alucode,
    input wire [31:0] addr,
    input wire [31:0] w_data,
    input wire [7:0] r_data_byte,
    input wire [15:0] r_data_half,
    input wire [31:0] r_data_word,
    output wire [31:0] load_data,
    output wire [31:0] r_addr,
    output wire [31:0] w_addr,
    output wire [7:0] store_data_byte,
    output wire [15:0] store_data_half,
    output wire [31:0] store_data_word
);
    assign r_addr = addr;
    assign w_addr = addr;
    function [31:0] load_data_func(
        input [5:0] alucode,
        input [7:0] r_data_byte,
        input [15:0] r_data_half,
        input [31:0] r_data_word
    );
        case(alucode)
            6'd9: load_data_func = {{24{r_data_byte[7]}},r_data_byte};
            6'd10: load_data_func = {{16{r_data_half[15]}},r_data_half};
            6'd11: load_data_func = r_data_word;
            6'd12: load_data_func = {24'b0,r_data_byte};
            6'd13: load_data_func = {16'b0,r_data_half};
            default: ;
        endcase
    endfunction
    assign load_data = load_data_func(alucode,r_data_byte,r_data_half,r_data_word);
    assign store_data_byte = w_data[7:0];
    assign store_data_half = w_data[15:0];
    assign store_data_word = w_data[31:0];
endmodule
==> metrics.yaml <==
routing:
  drtIter0Drc: 108
  wirelength_mm: 6.29
  num_antenna_cells: 0
  first_pass_iters: 4
  post_drt_via_cell_ratio: 4.39
  ant_nets: 0
  wl_per_cell_um: 18.4
  num_vias: 1500
  remaining_drc_errors: 0
setup_path:
  startpoint_type: "input port"
  critical_path_buf_inv_count: 2
  crit_slowest_cell: "clkdlybuf4s50_1"
  cp_top_family: "buffers and inverters"
  endpoint_kind: "output port"
  crit_top_cell: "clkdlybuf4s50_1"
  crit_required_ns: 3.92
  slowest_delay_ns: 0.77
  arrival_ns: 3.30
  path_max_fanout: 16
  cp_cell_sequence: "clkdlybuf4s50_1 > nor2b_2 > and2_1 > a221o_1 > clkdlybuf4s50_1"
  critPathKind: "in2out"
logic_synthesis:
  synth_area_um2: 1670
  yosysTopAreaCell: "buf_4"
  syn_avg_cell_area_um2: 7.06
  ys_seq_share: 0
  synth.distinct_cells: 30
  postSynthCellCount: 237
  area_leaders: "buf_4 (54%), nand3_1 (13%), a221o_1 (5.4%)"
  synth.top_cell.area_share: 0.543
  yosys_warnings: 1
  ys_area_um2: 1670
  ys_cells: 237
place:
  place_ws_ns: 0.611
  portBuffers: 94
  gp_congestion: 0.774
  place_area_um2: 1840
  dp_hpwl_mm: 5.22
finish:
  flop-count: 0
  synthToLayoutAreaGrowth_pct: 10.2
  lay_top_count: "clkdlybuf4s50_1"
  final_cell_mix: "clkdlybuf4s50_1 (94), nand3_1 (44), a221o_1 (9)"
  clock_buffers: 0
  design_area_um2: 1840
  fill_cells: 1245
  seq_area_um2: 0
  final_util: 0.170
  drive_gt1_frac: 0.0594
die:
  die-width_um: 125
  num_io_pins: 278
  row_count: 38
  initial_utilization: 0.154
  coreArea_um2: 10800
  chipArea_um2: 15600
  die_h_um: 125
global_routing:
  grt_pass1_wl_mm: 9.21
  antenna_found_initial: 0
  grtUsageTotal: 0.0720
  gr-total-overflow: 0
  grt_pass1_vias: 1611
  grt_max_degree: 17
power_and_ir_drop:
  p_leak_nw: 0.628
  peakVddDrop_v: 0.0000208
  p_per_area_nw_per_um2: 75.7
timing:
  relSlewSlack: 0.654
  setup_slack_ns: 0.616
  period_minus_slack_ns: 4.28
  final_max_slew_viol_count: 0
  setup_viol: 0
  whs_ns: 1.96
  rsz0062_at_grt: "false"
  worst_pin_slew_ns: 0.519
  hold_viol: 0
  max_freq_ghz: 0.233
  fin_crit_sh: 0.874
  tns_ns: 0
job:
  cap_violations: 0
  warning_count: 32
clock_tree:
  post_cts_resized: 0
  postCtsHoldBufs: 0
  cts_setup_buffers: 0
min_path:
  hold_class: "in2out"
outcome:
  outcome: "finished clean"
## stage by stage
step / power, mW / cells
global route: 0.152 / 342
finish: 0.140 / 342
global placement: 0.140 / 342
detailed placement: 0.140 / 342
CTS: 0.142 / 342
floorplan: 0.0944 / 237
## cells in the mapped netlist
cell type	n
nand4_1	6
buf_6	3
a31oi_1	1
nor2b_1	2
clkbuf_1	5
o21ai_0	7
nor3b_2	2
nand2_1	2
a21oi_1	1
xnor2_1	1
o21a_1	2
nand3_2	1
nand3_1	44
a21bo_2	1
a221oi_1	1
a32oi_1	1
o2bb2ai_1	1
o21a_4	1
buf_2	5
buf_4	121
o21ai_4	1
and3b_1	1
nor2_1	1
a41oi_1	6
a221o_1	9
and4bb_1	1
or3b_1	1
and2_1	1
a32o_1	1
and3_1	7
## report_power, final
group	internal, mW	switching (mW)
clock network	0	0
registers	0	0
logic	0.0933	0.0463
## layer usage
metal,vias up,GRT usage,routed length (um)
met5,-,0,0
met4,0,0.0346,301
met3,39,0.0424,947
met2,160,0.105,2640
met1,651,0.0827,2400
li1,650,-,-
## path summary, 6_finish.rpt
path	cells past startpoint	startpoint	slack, ns	to
min	0	addr[14]	1.96	r_addr[14]
max	5	alucode[1]	0.62	load_data[13]
## cell families after synthesis
family / Yosys count / share of synthesized area
compound gates: 33 / 0.168
xor+xnor: 1 / 0.00524
buf+inv: 134 / 0.589
simple gates: 69 / 0.237
## final cells by class
type / instances / area, um2 / share of cell area
timing repair buffer: 99 / 978 / 0.531
tap: 140 / 175 / 0.0950
multi-input combinational: 103 / 689 / 0.374
Power and IR drop assume default switching activity.
