$ cat flow/config.mk
export PLATFORM = sky130hd
export DESIGN_NAME = register_file
export DESIGN_NICKNAME = register_file
export VERILOG_FILES = /design/flow/design.v
export SDC_FILE = /design/flow/constraint.sdc
export NUM_CORES = 4
export LEC_CHECK = 1
export CORE_UTILIZATION = 40
$ cat flow/constraint.sdc
current_design register_file

set clk_period 7.3
set clk_io_pct 0.2

create_clock -name clk0 -period $clk_period [get_ports {clk}]

set non_clock_inputs [all_inputs -no_clocks]
set_input_delay [expr $clk_period * $clk_io_pct] -clock clk0 $non_clock_inputs
set_output_delay [expr $clk_period * $clk_io_pct] -clock clk0 [all_outputs]
$ cat flow/design.v
module register_file(
    input clk,
    input we,
    input [4:0] r_addr1,
    input [4:0] r_addr2,
    input [4:0] w_addr,
    input [31:0] w_data,
    output [31:0] r_data1,
    output [31:0] r_data2
); 
    reg [31:0] mem [0:31];              
    always @(posedge clk) begin
        mem[0] <= 32'd0;
        if(we && (w_addr != 5'd0)) mem[w_addr] <= w_data;  
    end
    assign r_data1 = mem[r_addr1];
    assign r_data2 = mem[r_addr2];
endmodule
$ cat flow/run.sh
#!/bin/bash
# OpenROAD 26Q1-2900-gdf79404cd8, Yosys 0.63+post, stock flow scripts
make -C /OpenROAD-flow-scripts/flow DESIGN_CONFIG=/design/flow/config.mk WORK_HOME=/design/flow/orfs finish
==> flow_summary.toml <==
# physical design summary
[floorplanning]
die_area_mm2 = 0.123
initial_utilization_pct = 40.4
io_pins = 113
die_w_um = 350
coreArea_mm2 = 0.120
die_y_um = 350
rows = 127

[status]
outcome = "finished, final reports clean"

[grt]
grt_overflow_total = 0
first_global_vias = 31661
gr-usage-all-layers_pct = 26.3
grt_first_pass_wirelength_um = 215000
grt_max_degree = 81
antenna_found_initial = 6

[final_layout]
reg_top3 = "mem x1024"
syn2layout_area_growth_pct = 14.0
largest_register_ffs = 1024
fillers = 10214
largest_register = "mem"
design_area_mm2 = 0.0553
drive_above_1_share_pct = 9.37
comb_area_mm2 = 0.0169
regArea_mm2 = 0.0304

[timing]
hold_viol_final = 0
period_used_pct = 82.1
rsz0062_at_grt = "false"
fmax_ghz = 0.167
finalSetupViolCount = 0
setup_ws_ns = 1.31
fin_crit_ns = 5.99
setup_tns_ns = 0
worst_pin_slew_ns = 0.961
slew-limit-headroom_pct = 35.7
slew_viol_final = 0

[synth]
numSynthFlops = 1024
ys_area_mm2 = 0.0485
syn-instance-count = 3386
syn_area_mm2 = 0.0485
yosys.cell_types.count = 25
ys_cells = 3386
synth_seq_share_pct = 62.8
yosys_warnings = 1
syn_avg_cell_area_um2 = 14.3

[pwr]
powerDensity_mw_per_mm2 = 239
p_int_w = 0.0102
switchingPower_w = 0.00299
sw_frac_of_total_pct = 22.7
p_leak_nw = 20.4
total_power_w = 0.0132
p_clk_share_pct = 41.1
p_comb_share_pct = 9.2
power_frac_seq_pct = 49.7
ir_worst_vdd_mv = 0.180

[clock_tree]
cts_setup_buffers = 0
cts-htree-levels = 3
ctsResizeCount = 0
clk_pin_slew_worst_paths_ns = 0.06
holdBufCountCts = 0
cts_tree = "built"
cts_max_path_buffers = 3
clkSinkCount = 1024
cts_made_buffers = 104
cts_root_buf = "clkbuf_16"

[placed_design]
io_buffers = 112
place_area_mm2 = 0.0518
post-place-ws_ns = 1.35
gp_congestion = 0.865
detailed_place_hpwl_um = 82500

[critical_path]
worstSetupPathType = "in -> out"
path_max_fanout = 41
endpoint = "r_data2[4]"
critPathCaptureType = "primary output"
crit_top_cell = "clkdlybuf4s50_1"
start_kind = "input pin"
cp_cell_sequence = "clkdlybuf4s50_1, and2_4, buf_12, a22oi_1, a31oi_1, nand3_1, clkdlybuf4s50_1"
crit_family = "buffers and inverters"
cp.depth = 7
max_stage_delay_ns = 0.73
slowest_stage = "and2_4"
path_buffers = 3
critical_path_arrival_ns = 4.53
cp_data_required_time_ns = 5.84
startpoint = "r_addr2[2]"

[route]
post_drt_wl_per_cell_um = 28.8
drc = 0
ant_nets = 0
via_count = 30710
routed_wl_um = 150000
via_per_inst = 5.88
drt_iter0_markers = 1884
drt_pass1_iterations = 5

[flow_run]
drv_cap = 0
tool_warnings = 26

[min_path]
hp-class = "in -> reg"
-- stage by stage --
step                utilization (%)  hold WS [ns]  instances
floorplan                         -          1.56       3417
global placement               43.2          2.28       5025
detailed placement             43.2          2.28       5025
CTS                            46.1          1.56       5221
global route                   46.1          1.60       5222
finish                         46.1          1.60       5223
-- how the worst min path moves through the flow --
stage	startpoint	to	slack [ns]	cells past startpoint
CTS	w_data[20]	mem[17][20]	1.56	2
global route	w_data[20]	mem[21][20]	1.60	2
finish	w_data[20]	mem[17][20]	1.60	2
-- layout make-up --
cell class,instances,share of cell area (%)
Tap cell,1612,3.65
Sequential cell,1024,55.1
Clock inverter,40,0.799
Timing Repair Buffer,249,4.43
Antenna cell,2,0.00906
Multi-Input combinational cell,2140,30.6
Clock buffer,156,5.49
-- synth_stat cells --
master       n  share of area [%]
mux2i_1   1024                 21
edfxtp_1   992                 61
nand2_1    195                1.5
nand3_1    194                2.0
a21oi_1    192                2.0
a22oi_1    192                3.0
a22o_1     128                2.3
clkbuf_1    80               0.62
buf_2       68               0.70
a31oi_1     64               0.83
nor3_1      64               0.66
buf_4       48               0.74
buf_6       45                1.0
nor2_1      34               0.26
dfxtp_1     32                1.3
buf_1        8              0.062
nand3b_1     5              0.077
clkbuf_4     4              0.062
nand2b_1     4              0.052
nor2b_1      4              0.052
or3b_2       3              0.054
and2_1       2              0.026
or2_2        2              0.026
conb_1       1             0.0077
or3_1        1              0.013
-- layer usage --
layer	vias up	wire, um	global-route usage [%]	part of all wire (%)
met3	334	21000	15.6	14
met1	15147	54100	33.1	36
met2	1606	69500	39.4	46
met5	-	347	1.69	0.23
met4	14	5270	7.30	3.5
li1	13609	-	-	-
-- cells in the final DEF (no fill, tap or decap) --
cell type and n:
mux2i_1 1024, edfxtp_1 992, nand3_1 194, nand2_1 193, a22oi_1 192, a21oi_1 192
a22o_1 128, buf_4 114, clkdlybuf4s50_1 110, clkbuf_16 109, nor3_1 64, a31oi_1 64
clkbuf_1 34, nor2_4 33, dfxtp_1 32, conb_1 32, buf_12 23, clkinv_2 15
clkbuf_8 13, clkinv_1 13, bufinv_16 10, nand3b_1 5, nor2b_4 4, nand2b_2 4
or3b_2 3, diode_2 2, and2_4 2, or2_2 2, nand2_2 2, inv_6 2
buf_8 2, nor2_1 1, or3_1 1
-- power groups by stage --
stage	combinational, W	clock [W]	sequential (W)
final	0.00121	0.00542	0.00655
after global routing	0.00129	0.00571	0.00656
after CTS	0.00121	0.00550	0.00655
-- cell families (layout without fill, tap and decap cells) --
kind of cell    after synthesis  after routing  synth area share (%)
other cells                   1             34               0.00774
buf+inv                     253            445                  3.23
compound gates              576            576                  8.10
mux                        1024           1024                  21.1
simple gates                508            508                  4.74
flops                      1024           1024                  62.8
Power is estimated from default activity; no workload was simulated.
