<file path="flow/config.mk">
export PLATFORM = sky130hd
export DESIGN_NAME = operand_swicher
export DESIGN_NICKNAME = operand_swicher
export VERILOG_FILES = /design/flow/design.v
export SDC_FILE = /design/flow/constraint.sdc
export NUM_CORES = 4
export LEC_CHECK = 1
export CORE_AREA = 10 10 114 114
export DIE_AREA = 0 0 124 124
</file>
<file path="flow/constraint.sdc">
current_design operand_swicher

set clk_period 4.6
set clk_io_pct 0.2

create_clock -name clk0 -period $clk_period

set non_clock_inputs [all_inputs -no_clocks]
set_input_delay [expr $clk_period * $clk_io_pct] -clock clk0 $non_clock_inputs
set_output_delay [expr $clk_period * $clk_io_pct] -clock clk0 [all_outputs]
</file>
<file path="flow/run.sh">
#!/bin/bash
# OpenROAD 26Q1-2900-gdf79404cd8, Yosys 0.63+post, stock flow scripts
make -C /OpenROAD-flow-scripts/flow DESIGN_CONFIG=/design/flow/config.mk WORK_HOME=/design/flow/orfs finish
</file>
<file path="flow/design.v">
module operand_swicher(
        input wire [31:0] pc,
        input wire [31:0] reg_data1,
        input wire [31:0] reg_data2,
        input wire [31:0] imm,
        input wire [1:0] aluop1_type,
        input wire [1:0] aluop2_type,
        output wire [31:0] data1,
        output wire [31:0] data2
    );
    function [31:0] os(
        input [31:0] pc,
        input [31:0] reg_data,
        input [31:0] imm,
        input [1:0] aluop_type
    );
        case(aluop_type)
            2'd1: os = reg_data;
            2'd2: os = imm;
            2'd3: os = pc;
            2'd0: os = 0;
        endcase
    endfunction
    assign data1 = os(pc,reg_data1,imm,aluop1_type);
    assign data2 = os(pc,reg_data2,imm,aluop2_type);
endmodule
</file>
==> results_slide.txt <==
Key Metrics from the Run

Power and ir drop
  • Switching share of total power: about 26%
  • Clk pwr share: 0%
  • Pint: 277.5 µW
  • Register share of total power: 0%
  • Part of the power in combinational logic: 100.0%
  • Peak VDD IR: between 0.04 and 0.05 mV
  • PD cells: slightly above 100 nW/µm²
  • Leak Pwr: between 0.0015 and 0.002 µW
  • Tot Pwr: between 300 and 400 µW
  • Sw Pwr: between 90 and 100 µW

Outcome
  • Outcome: finished clean

Final layout
  • Share of layout cells above drive strength 1: a little under a quarter
  • Seq. cell area: 0 µm²
  • Gate Area: roughly 1500 µm²
  • Area delta synth->final: 106.8%
  • FILL cells: ~1.1k
  • Registers: 0
  • # clk buffers: 0
  • Layout Cells excl Fill: 469

Floorplanning
  • Die outline height: between 100 and 150 µm
  • Core area: between 10000 and 15000 µm²
  • Die ar.: around 15000 µm²
  • Rows: 37
  • IO Pins: 196
  • Chip Width: roughly 120 µm
  • Init Core Util: 17.27%

Global routing
  • GR Overflow Total: 0
  • First-pass GRT wire length: approximately 13000 µm
  • GRT Overall Usage: a little over a tenth
  • Antenna violations before repair: 0
  • Pin count of the biggest net entering global routing: 33
  • Number of global-route vias before repair: roughly 2.2k

Setup path
  • Critical path, cell by cell: clkdlybuf4s50_1, nor2b_4, buf_4, a22o_1, clkdlybuf4s50_1
  • Required @ worst endpoint: roughly 3.7 ns
  • Critical-path maximum fanout: 26
  • Critical Path Max Stage Delay: about 0.49 ns
  • Crit end category: output port
  • Crit path top cell by count: clkdlybuf4s50_1
  • Critical Path AT: roughly 2.7 ns
  • CP bufs+invs: 3
  • Cell family with the largest share of critical-path delay: buffers and inverters
  • Kind of critical path: input port to output port
  • CP Launch Type: input port
  • Worst path slowest cell: clkdlybuf4s50_1

Placed design
  • Post-DP HPWL: about 7600 µm
  • I/O Buffers: between 150 and 200
  • GPL Wtd Cong: roughly 0.85
  • Post-Place Cells: 469

CTS
  • CTS resizes: 0
  • Hold buffer count at CTS: 0
  • Postcts setup bufs: 0

Logic synthesis
  • # Cells Yosys: about 150
  • Sequential fraction of the synthesis area: 0%
  • Synth area leaders: mux2_4 (50%), a22o_1 (31%), buf_12 (6.7%), buf_6 (6.3%), mux2_2 (2.5%)
  • Number of synthesis warnings: 1
  • Synth area leader: mux2_4
  • Yosys synthesis chip area: approximately 1800 µm²
  • Syn Inst Count: between 150 and 200
  • Cell Type Count: 9
  • Share of the synthesized area in the top cell type: about half
  • Netlist Area Pre-Place: approximately 1800 µm²
  • Mapped Avg Cell Area: approximately 12 µm²

Routing
  • Via density: roughly 4.5
  • Drt pass-1 iters: 4
  • DRT antenna net count: 0
  • DRC violation count after routing: 0
  • Drt wl/cell: 19.22 µm
  • Vias post-DR: around 2.1k
  • Initial DRC Count: roughly 74
  • N_diodes: 0
  • Drt total wl: between 9000 and 10000 µm

Final timing
  • Worst Tran Pin Value: 0.4556 ns
  • Final Max Slew Viols: 0
  • RSZ-0062 raised after global routing: no
  • Fin crit period: ~3.6 ns
  • Fmax: 275.5 MHz
  • Setup TNS: 0 ns
  • Slew headroom: 69.63%
  • Fin. Hold Viols: 0
  • Setup violations, final: 0
  • Cycle use final: 78.92%
  • Hold WS: 2.757 ns

Run
  • Tool warnings: 32
  • Max_cap viols: 0

Hold path
  • Hold Crit Class: input port to output port
==> power by group through the flow <==
stage | registers [µW] | clock network [µW] | logic [µW]
after CTS | 0 | 0 | 381
after global routing | 0 | 0 | 401
final | 0 | 0 | 375
==> cells by family after synthesis <==
group	after synthesis	synth area share, %
AND-OR/OR-AND	64	31.15
buffers and inverters	24	14.74
multiplexers	64	52.57
AND/OR/NAND/NOR	2	1.530
==> synthesized netlist by cell type <==
library cell	count
mux2_2	4
clkbuf_2	2
a22o_1	64
nor2b_4	2
buf_12	6
clkbuf_1	4
mux2_4	60
buf_6	10
buf_1	2
==> per-stage QoR <==
stage | instance area (µm²) | setup slack, ns | util (%)
6_report | 3721 | 0.9698 | 35.72
5_1_grt | 3721 | 0.8548 | 35.72
4_1_cts | 3721 | 0.9335 | 35.72
3_5_place_dp | 3721 | 0.9322 | 35.72
3_3_place_gp | 3721 | 0.9279 | 35.72
2_1_floorplan | 1799 | 2.062 | -
==> metal layers <==
metal | GRT usage [%] | share of wire (%) | vias up
met3 | 4.040 | 12 | 2
met5 | 0 | 0 | -
met1 | 12.14 | 38 | 991
met4 | 0.2878 | 0.23 | 0
met2 | 19.21 | 49 | 110
li1 | - | - | 989
==> path summary, 6_finish.rpt <==
kind | from | end | slack (ns) | depth (start not counted)
worst max-delay path | aluop1_type[0] | data1[10] | 0.97 | 5
worst min-delay path | aluop1_type[1] | data1[23] | 2.76 | 4
==> placed cells by master (no fill, tap or decap) <==
master,synthesis,layout
a22o_1,64,64
buf_12,6,1
buf_2,0,2
buf_4,0,6
clkdlybuf4s50_1,0,194
mux2_2,4,4
mux2_4,60,60
nor2b_4,2,2
==> area by class of cell <==
cell class                 instances  area share, %
multi-input combinational        130          41.22
tap                              136          4.573
timing repair buffer             203          54.20
No activity file was given, so power comes from the tool's default toggle rates.
